==> /design/flow/run.sh <==
#!/bin/bash
# OpenROAD 26Q1-2900-gdf79404cd8, Yosys 0.63+post, stock flow scripts
make -C /OpenROAD-flow-scripts/flow DESIGN_CONFIG=/design/flow/config.mk WORK_HOME=/design/flow/orfs finish
==> /design/flow/config.mk <==
export PLATFORM = sky130hd
export DESIGN_NAME = PriorityEncoder
export DESIGN_NICKNAME = PriorityEncoder
export VERILOG_FILES = /design/flow/design.v
export SDC_FILE = /design/flow/constraint.sdc
export NUM_CORES = 4
export LEC_CHECK = 1
export CORE_AREA = 10 10 70 70
export DIE_AREA = 0 0 80 80
==> /design/flow/constraint.sdc <==
current_design PriorityEncoder

set clk_period 1.0
set clk_io_pct 0.2

create_clock -name clk0 -period $clk_period

set non_clock_inputs [all_inputs -no_clocks]
set_input_delay [expr $clk_period * $clk_io_pct] -clock clk0 $non_clock_inputs
set_output_delay [expr $clk_period * $clk_io_pct] -clock clk0 [all_outputs]
==> /design/flow/design.v <==
`timescale 1 ns / 1 ps
module PriorityEncoder (in1, in2, in3, in4, in5, in6, in7, in8, enable, out1, out2, out3);  
	input in1, in2, in3, in4, in5, in6, in7, in8;
	input enable;
	output reg out1, out2, out3;	
	always @ (enable, in1, in2, in3, in4, in5, in6, in7, in8)
		begin
			if(enable == 1)
			begin
				if(in8 == 1)      begin out3=1'b1; out2=1'b1; out1=1'b1; end
				else if(in7 == 1) begin out3=1'b1; out2=1'b1; out1=1'b0; end
	        	else if(in6 == 1) begin out3=1'b1; out2=1'b0; out1=1'b1; end
	        	else if(in5 == 1) begin out3=1'b1; out2=1'b0; out1=1'b0; end
	        	else if(in4 == 1) begin out3=1'b0; out2=1'b1; out1=1'b1; end
	        	else if(in3 == 1) begin out3=1'b0; out2=1'b1; out1=1'b0; end
	        	else if(in2 == 1) begin out3=1'b0; out2=1'b0; out1=1'b1; end
				else if(in1 == 1) begin out3=1'b0; out2=1'b0; out1=1'b0; end
				else 	          begin out3=1'bz; out2=1'bz; out1=1'bz; end
			end	
			else  begin out3=1'bz; out2=1'bz; out1=1'bz; end
		end	
endmodule
==> results.py <==
# Auto-generated metrics
metrics = {
    "status": {
        "status": "finished, final reports clean",
    },
    "worst_setup_path": {
        "crit_path_cell_trace": "clkdlybuf4s15_1, a21oi_1, o31ai_1, buf_2",
        "worstPathMaxFanout": 2,
        "slowest_stage": "clkdlybuf4s15_1",
        "end_kind": "output pin",
        "worst-setup-path-type": "input port to output pin",
        "max_stage_delay_ns": 0.18,
        "cp-start-kind": "input port",
        "required_ns": 0.80,
        "arrival_ns": 0.74,
    },
    "global_route": {
        "grt_usage": 0.00716,
        "grt_max_degree": 4,
        "antenna_found_initial": 0,
        "grt-ovfl-total": 0,
        "grt_pass1_vias": 95,
        "grt_pass1_wl_um": 393,
    },
    "floorplanning": {
        "dieArea_sq_um": 6400,
        "die_h_um": 80,
        "pin_count": 12,
        "initial_utilization": 0.0132,
        "fp-row-count": 21,
        "coreArea_sq_um": 3420,
        "fp.dieW_um": 80,
    },
    "layout": {
        "regArea_sq_um": 0,
        "final_util": 0.0542,
        "flops": 0,
        "area_growth_pct": 311,
        "instances_no_fill": 67,
        "fin_area_sq_um": 185,
        "final_common_cell": "buf_2",
        "clkbuf_count": 0,
        "combGateArea_sq_um": 42.5,
        "mostFrequentLayoutCells": "buf_2, clkdlybuf4s15_1, a21oi_1, nor2_2, nand2_1",
        "drive_above_1_share": 0.429,
        "fillers": 409,
    },
    "timing": {
        "max_freq_mhz": 1060,
        "drv_slew": 0,
        "min_period_ns": 0.940,
        "finalHoldViolCount": 0,
        "finalClockPeriodUsage": 0.940,
        "rsz0062_at_grt": "yes",
        "whs_ns": 0.669,
        "worstMarginPinSlew_ns": 0.183,
        "setup_viol": 0,
        "slew_headroom": 0.877,
    },
    "route": {
        "routed_via_density": 1.60,
        "drc": 0,
        "vias": 107,
        "wl_um": 290,
        "drtAntennaViolNets": 0,
        "drtIter0Drc": 0,
        "first_pass_iters": 1,
        "drt-wirelength-per-cell_um": 4.33,
        "antenna_cells": 0,
    },
    "placed_design": {
        "placed_cells": 66,
        "place_area_sq_um": 203,
        "port-buffer-count": 10,
        "place_congestion": 0.810,
    },
    "pwr": {
        "p_sw_frac": 0.386,
        "vdd_drop_max_v": 0.0000223,
        "leakagePower_nw": 0.0651,
        "power.switching_mw": 0.0163,
        "pwr-share-seq": 0,
        "clkPwrFrac": 0,
        "p_int_mw": 0.0258,
        "powerDensity_nw_per_um2": 227,
        "p_comb_frac": 1.000,
    },
    "yosys": {
        "avgSynthCellArea_sq_um": 4.50,
        "yosys_cells": 10,
        "ys.warnings.count": 7,
        "yosys_area_sq_um": 45.0,
        "ys_seq_frac": 0,
        "netlist_area_sq_um": 45.0,
        "netlist_instances": 10,
        "synth.distinct_cells": 7,
    },
    "clock_network": {
        "ctsHoldBuffers": 0,
    },
    "worst_hold_path": {
        "whs_path_depth": 3,
        "worstHoldPathType": "input port to output pin",
        "worstHoldStart": "in5",
        "min_to": "out1",
    },
    "run": {
        "cap_violations": 0,
        "openroad.warnings": 35,
    },
}
-- final cells by class --
class | count | share of cell area
well taps | 46 | 0.311
inverters | 2 | 0.0405
repair buffers | 11 | 0.419
multi-input cells | 8 | 0.230
-- worst max-delay path by stage --
stage,from,endpoint,slack (ns)
4_1_cts,in7,out3,0.0008
6_report,in4,out1,0.06
5_1_grt,in2,out1,-0.02
-- metal layers --
metal  share of wire  global-route usage  vias to the layer above  routed length [um]
met5               0                   0                        -                   0
met4               0                   0                        0                   0
met3            0.25             0.00568                        0                  72
met2            0.19             0.00722                       10                  54
met1            0.56              0.0112                       42                 163
li1                -                   -                       55                   -
-- critical path: cells and delay by family --
kind	cells	cell delay [ns]
compound gates	2	0.22
buf+inv	2	0.31
-- through the flow --
stage	power (mW)	setup slack, ns	TNS [ns]
floorplan	0.00898	0.372	0
global placement	0.0519	-0.615	-1.67
detailed placement	0.0527	-0.620	-1.70
CTS	0.0436	0.000801	0
global route	0.0475	-0.0171	-0.0171
finish	0.0421	0.0599	0
-- kinds of logic after synthesis --
logic type / after synthesis / synth area share
simple gates: 4 / 0.333
compound gates: 4 / 0.500
buf+inv: 2 / 0.167
-- cell usage after synthesis, drive strengths merged --
master  number  area (sq um)
a21oi        2          10.0
nor2         2          7.51
o21ai        1          5.00
o31ai        1          7.51
inv          1          3.75
nand2        2          7.51
clkinv       1          3.75
-- what timing repair did --
action	in CTS	in global routing
gates resized	32	2
pin swaps	7	4
buffers inserted	1	0
setup endpoints to repair	3	3
-- power groups by stage --
stage / Combinational, mW / Clock [mW] / Sequential (mW)
4_1_cts: 0.0436 / 0 / 0
5_1_grt: 0.0475 / 0 / 0
6_report: 0.0421 / 0 / 0
Power and IR drop assume default switching activity.
