## flow/config.mk

```make
export PLATFORM = sky130hd
export DESIGN_NAME = Decoder
export DESIGN_NICKNAME = Decoder
export VERILOG_FILES = /design/flow/design.v
export SDC_FILE = /design/flow/constraint.sdc
export NUM_CORES = 4
export LEC_CHECK = 1
export CORE_AREA = 10 10 70 70
export DIE_AREA = 0 0 80 80
```

## flow/constraint.sdc

```tcl
current_design Decoder

set clk_period 1.0
set clk_io_pct 0.2

create_clock -name clk0 -period $clk_period

set non_clock_inputs [all_inputs -no_clocks]
set_input_delay [expr $clk_period * $clk_io_pct] -clock clk0 $non_clock_inputs
set_output_delay [expr $clk_period * $clk_io_pct] -clock clk0 [all_outputs]
```

## flow/design.v

```verilog
`timescale 1 ns / 1 ps
module Decoder (in1, in2, in3, enable, out1, out2, out3, out4, out5, out6, out7, out8);
	input in1, in2, in3;
	input enable;
	output reg out1, out2, out3, out4, out5, out6, out7, out8;
	always @ (enable or in1, in2, in3)	
		begin
			if(enable == 1)
				begin
					if(in3==1'b0 && in2==1'b0 && in1==1'b0) begin 
					{out8,out7,out6,out5,out4,out3,out2,out1} = 8'b00000001; end
					else if(in3==1'b0 && in2==1'b0 && in1==1'b1) begin 
					{out8,out7,out6,out5,out4,out3,out2,out1} = 8'b00000010; end
					else if(in3==1'b0 && in2==1'b1 && in1==1'b0) begin 
					{out8,out7,out6,out5,out4,out3,out2,out1} = 8'b00000100; end
					else if(in3==1'b0 && in2==1'b1 && in1==1'b1) begin 
					{out8,out7,out6,out5,out4,out3,out2,out1} = 8'b00001000; end
					else if(in3==1'b1 && in2==1'b0 && in1==1'b0) begin 
					{out8,out7,out6,out5,out4,out3,out2,out1} = 8'b00010000; end
					else if(in3==1'b1 && in2==1'b0 && in1==1'b1) begin 
					{out8,out7,out6,out5,out4,out3,out2,out1} = 8'b00100000; end
					else if(in3==1'b1 && in2==1'b1 && in1==1'b0) begin 
					{out8,out7,out6,out5,out4,out3,out2,out1} = 8'b01000000; end
					else if(in3==1'b1 && in2==1'b1 && in1==1'b1) begin 
					{out8,out7,out6,out5,out4,out3,out2,out1} = 8'b10000000; end
				end
			else {out8,out7,out6,out5,out4,out3,out2,out1}=8'bzzzzzzzz;
		end
endmodule
```

## flow/run.sh

```bash
#!/bin/bash
# OpenROAD 26Q1-2900-gdf79404cd8, Yosys 0.63+post, stock flow scripts
make -C /OpenROAD-flow-scripts/flow DESIGN_CONFIG=/design/flow/config.mk WORK_HOME=/design/flow/orfs finish
```

==> GITHUB_STEP_SUMMARY <==
## Implementation flow summary

| Metric | Value |
|---|---|
| Crit path max-delay cell type | dlxtn_1 |
| CP endpoint | out7 |
| Fmax | 880 MHz |
| Failing checks | negative setup slack |
| Leak Pwr | 0.000191 uW |
| Crit path DRT | 0.80 ns |
| DP Area | 383 sq um |
| # fillers | 409 |
| Routed length per instance | 6.09 um |
| Avg Cell Area, Syn | 11.1 sq um |
| Drt drc | 0 |
| Post-synthesis cell area | 189 sq um |
| Pre-Place Util | 0.0553 |
| Setup bufs post-CTS | 0 |
| DP Cell Count | 81 |
| Overall global routing resource usage | 0.0153 |
| Hold Vio Cnt, Final | 0 |
| OpenROAD warning count | 35 |
| Count of unclocked register or latch pins | 8 |
| Via/cell ratio | 1.99 |
| I/O Pins | 12 |
| Vias in the first global route | 184 |
| Synth Instances | 17 |
| Logic cell area | 119 sq um |
| WP data arrival | 0.94 ns |
| Hold Buf Count CTS | 0 |
| Endpoints left unconstrained | 8 |
| Crit share post-route | 1.14 |
| Grt ovf | 0 |
| Synth warn | 2 |
| # Max-Cap Violations | 0 |
| Share of cells above drive strength 1 | 0.571 |
| N_diodes | 0 |
| Unrepaired setup endpoints after global routing | true |
| Final Worst Setup Slack | -0.136 ns |
| Crit path kind | in -> out |
| First-pass GRT wire length | 828 um |
| Final cell count without fillers | 81 |
| Final Setup Violations | 8 |
| Outcome | complete, but fails checks |
| Pre-CTS setup slack | -1.06 ns |
| Pwr dens | 207 nW/um^2 |
| Drt initial violations | 5 |
| Largest net degree at the start of global routing | 9 |
| Crit. End Element | primary output |
| Final GP Congestion | 0.695 |
| Total wire length | 493 um |
| Yosys cell count | 17 |
| Die ar. | 6400 sq um |
| VDD IR max | 0.166 mV |
| Die Ht | 80 um |
| FP Rows | 21 |
| Crit Path Max Fanout | 8 |
| Pwr Total | 81.4 uW |
| Critical Path Source Type | input port |
| Fin crit period | 1.14 ns |
| Die X | 80 um |
| Core area | 3420 sq um |
| YS chip area | 189 sq um |
| Register area | 121 sq um |
| Critical path, cell by cell | buf_12, and3b_2, dlxtn_1, buf_2 |
| Antenna violation net count after detailed routing | 0 |
| Library cells used by synthesis | 6 |
| Crit path largest cell delay | 0.32 ns |
| Routed vias | 161 |
| Area grow syn2layout | 108% |
| Pre-antenna DRT Iters | 2 |
| Ys flops | 8 |
| Final max-slew violation count | 0 |
| Worst setup path start | in1 |
| Final instance area | 393 sq um |
| Initial antenna violation count | 0 |
| Top Layout Cells | 8 x conb_1, 8 x buf_2, 7 x dlxtn_1 |
| PortBufs | 11 |
-- area by class of cell --
cell class | instances | area share
flip-flops and latches | 8 | 0.309
multi-input cells | 16 | 0.303
repair buffers | 11 | 0.242
well taps | 46 | 0.146
-- state kept, by name, indices dropped and copies added (netlist names) --
name  cells
out3      1
out7      1
out8      1
out4      1
out2      1
out5      1
out1      1
out6      1
-- critical path: cells and delay by family --
family	cells	cell delay [ns]
buf+inv	2	0.20
latches	1	0.32
simple gates	1	0.22
-- kinds of logic after synthesis --
family           synth area share
other                      0.0198
latches                     0.636
and+or+nand+nor             0.344
-- through the flow --
stage / util / setup TNS [ns]
after floorplan: - / 0
after global placement: 0.112 / -7.92
after global routing: 0.115 / -1.19
after detailed placement: 0.112 / -8.20
final: 0.115 / -0.866
after CTS: 0.115 / -0.939
-- report_power, final --
| group | total (uW) | switching (uW) | internal (uW) |
|---|---|---|---|
| Clock | 0 | 0 | 0 |
| Sequential | 21.5 | 1.26 | 20.3 |
| Combinational | 59.9 | 22.2 | 37.7 |
-- cells in the mapped netlist, drive strengths merged --
| cell | number | area [sq um] |
|---|---|---|
| dlxtn | 8 | 120 |
| and3b | 3 | 30.0 |
| nor3b | 3 | 22.5 |
| and3 | 1 | 7.51 |
| conb | 1 | 3.75 |
| nor3 | 1 | 5.00 |
-- routing by layer --
| metal | track usage | up-vias | routed length [um] |
|---|---|---|---|
| met5 | 0 | - | 0 |
| met4 | 0 | 0 | 0 |
| met3 | 0.0159 | 0 | 134 |
| met2 | 0.0152 | 11 | 110 |
| met1 | 0.0219 | 64 | 249 |
| li1 | - | 86 | - |
-- what timing repair did --
action                                  CTS  global route
pin swaps                                 5             3
gates resized                            54             1
endpoints found under the setup margin    8             8
Power and IR drop assume default switching activity.
