[flow/design.v]
`timescale 1 ns / 1 ps
module VendingMachine_10 (clock, reset, price_1, price_2, out, change_1, change_2);
	input clock;
 	input reset;
	input price_1, price_2;
	output reg out;
 	output reg change_1, change_2;
	parameter A = 2'b00;
    parameter B = 2'b01;
	reg [1:0] currentState;
    reg [1:0] NextState;
	always @(posedge clock) 
	 begin
	   if (reset)
	     begin
	       currentState <= A;
	       NextState <= A;
	       out <= 1'b0;
	       change_1 <= 1'b0;
		   change_2 <= 1'b0;
	     end
	   else 
	     begin
	       currentState <= NextState;
		   case(currentState)
             A: case({price_2,price_1})
 	       2'b00:
 	         begin
 	           currentState <= A;
 	           out <= 1'b0;
 	           change_1 <= 1'b0;
		       change_2 <= 1'b0;
 	         end
 	       2'b01:
 	         begin
 	           currentState <= B;
 	           out <= 1'b0;
 	           change_1 <= 1'b0;
		       change_2 <= 1'b0;
 	         end
 	       2'b10:
 	         begin
 	           currentState <= A;
 	           out <= 1'b1;
 	           change_1 <= 1'b0;
		       change_2 <= 1'b0;
 	         end
 	       2'b11:
 	         begin
 	           currentState <= A;
 	           out <= 1'b1;
 	           change_1 <= 1'b0;
		       change_2 <= 1'b1;
 	         end
             endcase
             B: case({price_2,price_1})
 	       2'b00:
 	         begin
 	           currentState <= A;
 	           out <= 1'b0;
 	           change_1 <= 1'b1;
		       change_2 <= 1'b0;
 	         end
 	       2'b01:
 	         begin
 	           currentState <= A;
 	           out <= 1'b1;
 	           change_1 <= 1'b0;
		       change_2 <= 1'b0;
 	         end
 	       2'b10:
 	         begin
 	           currentState <= A;
 	           out <= 1'b1;
 	           change_1 <= 1'b1;
		       change_2 <= 1'b0;
 	        end
 	       2'b11:
 	         begin
 	           currentState <= A;
 	           out <= 1'b1;
 	           change_1 <= 1'b1;
		       change_2 <= 1'b1;
 	         end
            endcase
          endcase
	 	end
	 end
endmodule
[flow/constraint.sdc]
current_design VendingMachine_10

set clk_period 1.1
set clk_io_pct 0.2

create_clock -name clk0 -period $clk_period [get_ports {clock}]

set non_clock_inputs [all_inputs -no_clocks]
set_input_delay [expr $clk_period * $clk_io_pct] -clock clk0 $non_clock_inputs
set_output_delay [expr $clk_period * $clk_io_pct] -clock clk0 [all_outputs]
[flow/config.mk]
export PLATFORM = sky130hd
export DESIGN_NAME = VendingMachine_10
export DESIGN_NICKNAME = VendingMachine_10
export VERILOG_FILES = /design/flow/design.v
export SDC_FILE = /design/flow/constraint.sdc
export NUM_CORES = 4
export LEC_CHECK = 1
export CORE_AREA = 10 10 70 70
export DIE_AREA = 0 0 80 80
[flow/run.sh]
#!/bin/bash
# OpenROAD 26Q1-2900-gdf79404cd8, Yosys 0.63+post, stock flow scripts
make -C /OpenROAD-flow-scripts/flow DESIGN_CONFIG=/design/flow/config.mk WORK_HOME=/design/flow/orfs finish
==> flow_metrics.tcl <==
# implementation run metrics
set metrics [dict create \
    outcome "finished, final reports clean" \
    required_ps 880 \
    syn_area_um2 133 \
    synthCells 10 \
    fp_util 0.0388 \
    drt-total-wl_um 364 \
    fin_crit_sh 0.905 \
    post-cts-setup-buffers 0 \
    clockBufferDepth 2 \
    crit_chain "dlygate4sd2_1" \
    rsz0062_at_grt "false" \
    hold_ws_ps 458 \
    postSynthSeqShare 0.604 \
    top_cells_by_area "dfxtp_1 (60%), nor4b_2 (11%), nor3b_2 (9.4%)" \
    drc 0 \
    ctsRootBufferMaster "clkbuf_4" \
    num_rows 21 \
    hold_class "flip-flop to flip-flop" \
    finClkSkew_ps 0.177 \
    crit_cells 1 \
    critPathCaptureType "primary output" \
    max-cap-violations 0 \
    warning_count 25 \
    tritoncts "done" \
    cts_resized 3 \
    grt_pass1_vias 133 \
    top_area_cell "dfxtp_1" \
    avgSynthCellArea_um2 13.3 \
    grt_max_degree 5 \
    numCtsBuffers 3 \
    clk_latency_ps 230 \
    placed_cells 62 \
    r2r-start "currentState[0]" \
    ir_worst_vdd_mv 0.349 \
    place_congestion 0.580 \
    synth_chip_area_um2 133 \
    route.antenna.remaining_nets 0 \
    worstMarginPinSlew_ps 171 \
    grt_pass1_wl_um 586 \
    hpwl_um 301 \
    r2r-end "currentState[0]" \
    dp_slack_ps -17.9 \
    crit_path_max_incr_delay_ps 300 \
    track_usage 0.0125 \
    yosys_cells 10 \
    layout_min_cycle_time_ps 996 \
    core_area_um2 3420 \
    vias 107 \
    instances_no_fill 65 \
    fin_util 0.0788 \
    power.density_nw_per_um2 1360 \
    grt_antenna_before_repair 0 \
    clkTransAtPathRegs_ps 40 \
    finalHoldViolCount 0 \
    crit_end "out" \
    fmax_ghz 1.00 \
    r2r_cells 1 \
    io_pins 7 \
    worst-setup-path-type "flip-flop to primary output" \
    critPathMaxFanout 1 \
    setup_violations 0 \
    crit_family "flip-flops" \
    setup_ws_ps 104 \
    reg2reg_slack_ps 480 \
    timing.critical_path.from "out" \
    insertedDiodeCount 0 \
    synthToLayoutAreaGrowth_pct 103 \
    htreeDepth 1 \
    edf_count 0 \
    numPortBuffers 6 \
    cp_slowest_cell "dfxtp_1" \
    drt_iter0_markers 0 \
    synth_cell_types 7 \
    drtPass1Iterations 1 \
    power_leakage_nw 0.0988 \
    hold_start "currentState[0]" \
    clock_sinks 4 \
    hold_buffers 0 \
    relSlewSlack 0.886 \
    die_y_um 80 \
    ff_type "dfxtp_1" \
    chip_area_um2 6400 \
    yosysWarnings 1 \
    die_x_um 80 \
    yosysTopAreaCellShare 0.604 \
    crit_buf_inv 1 \
    async_flop_share 0 \
    numSynthFlops 4 \
    yosys.cell_count.top_type "dfxtp_1" \
    drive_above_1_share 0.316 \
    worst_ep_arrival_time_ps 780 \
    gr-total-overflow 0 \
    maxSlewViolCount 0 \
    critPathLaunchType "flip-flop" \
    wl_per_cell_um 5.60 \
    viasPerCell 1.65 \
]
==> stage by stage <==
stage               cell area [um2]  power (W)  setup TNS [ps]
floorplan                       133   0.000163               0
finish                          269   0.000366               0
global route                    269   0.000387               0
global placement                250   0.000189               0
detailed placement              250   0.000190           -17.9
CTS                             269   0.000375               0
==> cell usage in the layout (no fill, tap or decap) <==
cell,Yosys,routed
and3b_2,1,1
nor4b_2,1,1
nor2b_1,1,1
nor2_1,1,1
dlygate4sd2_1,0,3
a21oi_1,1,1
nor3b_2,1,1
clkbuf_4,0,3
dfxtp_1,4,4
clkdlybuf4s50_1,0,3
==> cells by family (layout without fill, tap and decap cells) <==
family | after synthesis | after routing | synth area share
AND-OR/OR-AND | 1 | 1 | 0.0377
buffers and inverters | 0 | 9 | 0
flip-flops | 4 | 4 | 0.604
AND/OR/NAND/NOR | 5 | 5 | 0.358
==> routing by layer <==
layer / share of wire / wire [um] / track usage
met5: 0 / 0 / 0
met2: 0.23 / 82 / 0.00963
met4: 0 / 0 / 0.00528
met3: 0.12 / 44 / 0.0136
met1: 0.65 / 236 / 0.0180
==> power breakdown <==
group          total [W]  leakage, nW  internal [W]  switching [W]
combinational  0.0000300       0.0521     0.0000195      0.0000105
clock           0.000181       0.0138      0.000122      0.0000593
sequential      0.000154       0.0329      0.000152     0.00000248
==> sequential cells by signal, indices dropped and copies added (netlist names) <==
name          cells
out               1
change_1          1
currentState      1
change_2          1
==> area by class of cell <==
class / count / area (um2)
fillers: 417 / 3150
flip-flops and latches: 4 / 80.1
well taps: 46 / 57.6
repair buffers: 6 / 56.3
multi-input cells: 6 / 52.6
clock buffers: 3 / 22.5
==> worst min path at each step <==
stage                endpoint  slack (ps)  cells after the start
CTS           currentState[0]         460                      1
global route  currentState[0]         480                      1
finish        currentState[0]         460                      1
No activity file was given, so power comes from the tool's default toggle rates.
